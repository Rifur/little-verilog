**/design/flow/run.sh**
```bash
#!/bin/bash
# OpenROAD 26Q1-2900-gdf79404cd8, Yosys 0.63+post, stock flow scripts
make -C /OpenROAD-flow-scripts/flow DESIGN_CONFIG=/design/flow/config.mk WORK_HOME=/design/flow/orfs finish
```
**/design/flow/config.mk**
```make
export PLATFORM = sky130hd
export DESIGN_NAME = riscv
export DESIGN_NICKNAME = riscv
export VERILOG_FILES = /design/flow/design.v
export SDC_FILE = /design/flow/constraint.sdc
export NUM_CORES = 4
export LEC_CHECK = 1
export CORE_UTILIZATION = 30
```
**/design/flow/constraint.sdc**
```tcl
current_design riscv

set clk_period 22.6
set clk_io_pct 0.2

create_clock -name clk0 -period $clk_period [get_ports {clk}]

set non_clock_inputs [all_inputs -no_clocks]
set_input_delay [expr $clk_period * $clk_io_pct] -clock clk0 $non_clock_inputs
set_output_delay [expr $clk_period * $clk_io_pct] -clock clk0 [all_outputs]
```
**/design/flow/design.v**
```verilog
module sram(dout, din, rd_addr, wr_addr, wr_en, clk);
    parameter WIDTH = 32;
    parameter SIZE = 32;
    output [WIDTH-1:0] dout;
    input [WIDTH-1:0] din;
    input [SIZE-1:0] rd_addr, wr_addr;
    input wr_en, clk;
    reg [WIDTH-1:0] mem [0:SIZE-1];
    assign dout = mem[rd_addr[SIZE-1:2]];
    always @(posedge clk) begin
        if(wr_en)
            mem[wr_addr] <=din;
    end
    integer  i;
    initial begin
        for(i=0; i<SIZE; i=i+1)
            mem[i] = 32'bx;
        mem[0] = {7'b000_0000, 5'd1, 5'd1, 3'h4, 5'd1, 7'b0110011};
        mem[1] = {7'b000_0000, 5'd2, 5'd2, 3'h4, 5'd2, 7'b0110011};
        mem[2] = {11'b000_0000_0001, 5'd1, 3'h0, 5'd1, 7'b0010011};
        mem[3] = {11'b000_0000_0000, 5'd2, 3'h0, 5'd2, 7'b0010011};
        mem[4] = {7'b000_0000, 5'd2, 5'd1, 3'h0, 5'd1, 7'b0110011};
        mem[5] = {7'b000_0000, 5'd2, 5'd1, 3'h0, 5'd2, 7'b0110011};
        mem[6] = {1'b1, 10'b11_1111_1110, 1'b1, 8'b1111_1111, 5'd0, 7'b1101111};
    end
endmodule
module riscv(clk, rst_n, pc, instruction , regRd);
    parameter XLEN = 32;
    parameter REGNUM = 32;
    input clk, rst_n;
    output reg [XLEN-1:0] pc;
    output [31:0] instruction;
    output [31:0] regRd;
    reg [XLEN-1:0] regfile [REGNUM:0];
    reg [31:0] wr_addr;
    wire wr_en;
    wire [31:0] din;
    wire [6:0] opcode = instruction[6:0];  
    wire [4:0] rd = instruction [11:7];
    wire [2:0] funct3 = instruction[14:12];
    wire [4:0] rs1 = instruction[19:15];
    wire [4:0] rs2 = instruction[24:20];
    wire [6:0] funct7 = instruction[31:25];
    wire [11:0] immI = instruction[31:20];
    wire [11:0] immS = {instruction[31:25], instruction[4:0]};
    wire [19:0] immU = instruction[31:12];
    wire [19:0] immJ = {instruction[31], instruction[19:12], instruction[20], instruction[30:21], 1'b0};
    sram code (.dout(instruction), .din(0), .rd_addr(pc),
               .wr_addr(wr_addr), .wr_en(wr_en), .clk(clk));
    integer i;
    initial begin
        for(i=0; i<REGNUM; i=i+1)
            regfile[i] <= i;
    end
    always@(posedge clk) begin
        if(!rst_n)
            pc <= 0;
        else begin
            if(opcode == 7'b1101111)
                pc <= pc + {{11{immJ[19]}}, immJ[19:0], 1'b0};  
            else
                pc <= pc + 32'd4;
        end
    end
    assign regRd = regfile[rd];
    always@(posedge clk) begin
        if(opcode == 7'b0110011) begin
            case(funct3)
                3'h0:
                    regfile[rd] <=(funct7&7'b010_0000) ?
                    (regfile[rs1] - regfile[rs2])
                    :(regfile[rs1] + regfile[rs2]);
                3'h4:
                    regfile[rd] <= regfile[rs1] ^ regfile[rs2];
                3'h6:
                    regfile[rd] <= regfile[rs1] | regfile[rs2];
                3'h7:
                    regfile[rd] <= regfile[rs1] & regfile[rs2];
                3'h1:
                    regfile[rd] <= regfile[rs1] <<regfile[rs2];
                3'h5:
                    regfile[rd] <= (funct7&7'b010_0000)?
                    (regfile[rs1] >>>regfile[rs2])
                    :(regfile[rs1] >>regfile[rs2]);
                3'h2:
                    regfile[rd] <= (regfile[rs1] < regfile[rs2]) ? 32'hFFFFFFFF : 0;
                3'h3:
                    regfile[rd] <= (regfile[rs1] < regfile[rs2]) ? 32'h00000001 : 0;
            endcase
        end
        else if(opcode == 7'b0010011) begin
            case(funct3)
                3'h0:
                    regfile[rd] <= regfile[rs1] + immI;
                3'h6:
                    regfile[rd] <= regfile[rs1] | immI;
            endcase
        end
        else if(opcode == 7'b1101111) begin
            regfile[rd] <= pc + 4;
        end
        else begin
        end
    end
endmodule
```
==> impl_metrics.json <==
{
  "min_path_type": "reg2reg",
  "synthArstFlopShare_pct": 0,
  "power-per-cell-area_mw_per_mm2": 135,
  "drc_errors": 0,
  "run_status": "finished clean",
  "hold_end": "pc[11]",
  "worst_r2r_path_depth": 16,
  "cts.clk_slew.worst_paths_ns": 0.08,
  "slew-limit-headroom_pct": 40.1,
  "global_route.usage.total_pct": 20.7,
  "worst_hold_path.num_cells": 2,
  "post_cts_buffers": 0,
  "crit-reg2reg-capture": "regfile[2][31]",
  "grt_first_pass_wirelength_microns": 76300,
  "place.detailed.hpwl_microns": 36800,
  "seq_area_frac_synth_pct": 30.6,
  "fp-row-count": 80,
  "globalplace.congestion": 0.952,
  "hold_buffer_count_at_cts": 0,
  "max-vdd-ir-drop_uv": 68.1,
  "mostFrequentLayoutCell": "nand2_1",
  "critPathKind": "reg2out",
  "route.antenna.diode_count": 0,
  "clock_tree.root_cell": "clkbuf_16",
  "reported_max_cap_violation_count": 0,
  "edf_count": 128,
  "rrSetupSlack_ns": 15.37,
  "synth_flop_count": 158,
  "cts_num_sinks": 158,
  "fp.dieW_microns": 222,
  "initial_core_util_pct": 30.4,
  "drt-pass1-iter-count": 5,
  "critPathRequiredTime_ns": 18.08,
  "worst-slew-pin-transition_ns": 0.896,
  "cp_max_fo": 37,
  "synth_cells": 1678,
  "setup_viol": 0,
  "setup_tns_ns": 0,
  "yosys-stat-area_sq_mm": 0.0145,
  "fp.dieArea_sq_mm": 0.0493,
  "final.setup_skew_ns": 0.0143,
  "numPortBuffers": 90,
  "h-tree-depth": 4,
  "grt_pass1_vias": 12700,
  "ff_type": "edfxtp_1",
  "fmaxAchievable_ghz": 0.121,
  "fillers": 4746,
  "report.final.hold_viol_count": 0,
  "crit_arrival_ns": 3.71,
  "synth.area.top_cells": "edfxtp_1 26%, ha_1 9.0%, mux2i_1 6.3%",
  "postCtsResizedCells": 0,
  "die_h_microns": 222,
  "crit_path_end_kind": "output pin",
  "wire_per_inst_microns": 21.3,
  "netlist_area_sq_mm": 0.0145,
  "coreArea_sq_mm": 0.0477,
  "tritoncts.num_buffers": 17,
  "drt-vias-per-instance": 5.62,
  "largest_area_cell": "edfxtp_1",
  "drive_gt1_share_pct": 7.26,
  "grt_remaining_overflow": 0,
  "setup_repair_after_global_routing_missed_its_margin": "no",
  "post-route-min-period_ns": 8.23,
  "drt-initial-drc-count": 1247,
  "num_io_pins": 98,
  "design_power_total_mw": 2.23,
  "yosysWarningCount": 35,
  "r2r-start": "pc[4]",
  "startpoint_type": "flip-flop",
  "worst_hold_startpoint": "pc[11]",
  "antenna_left": 0,
  "wirelength_microns": 49500,
  "synthDistinctLibCells": 88,
  "vias": 13000,
  "final_cell_mix": "186 x nand2_1, 171 x a21oi_1, 134 x nor2_1",
  "yosys_cells": 1678,
  "clock_insertion_delay_worst_skew_ns": 0.45,
  "final.period_utilization_pct": 36.4,
  "pin_count_of_the_biggest_net_entering_global_routing": 132,
  "top_cell_area_share_pct": 26.5,
  "stage_log_warnings": 72,
  "syn2layout_area_growth_pct": 13.4,
  "grt_antenna_before_repair": 0,
  "clock_path_buffers": 2,
  "final-max-slew-violation-count": 0,
  "power.static_leakage_nw": 6.25,
  "syn-mean-instance-area_sq_um": 8.66,
  "cts_tree": "built"
}
-- synth_stat cells (14+ instances only) --
cell and n:
inv_1 80, clkbuf_1 68, or2_2 14, o21bai_1 14, nor2_1 135, nand2_1 186
a221o_1 36, edfxtp_1 128, mux2i_1 92, xnor2_1 64, ha_1 104, buf_4 29
nand3_1 43, a221oi_1 32, nor3_1 30, nor2b_1 19, o21ai_0 59, dfxtp_1 30
xor2_1 35, and3_1 16, and2_1 15, a211oi_1 30, a21oi_1 171
-- logic make-up (layout without fill, tap and decap cells) --
family | count (synthesis) | in the layout | share of synthesized area, %
muxes | 111 | 111 | 8.21
DFF | 158 | 158 | 30.6
AOI/OAI and AO/OA | 473 | 473 | 22.1
adders and majority gates | 107 | 107 | 9.37
other | 2 | 7 | 0.0517
xor gates and xnor gates | 99 | 99 | 5.97
and+or+nand+nor | 522 | 522 | 16.9
buffers and inverters | 206 | 231 | 6.78
-- where the power goes --
| group | switching (mW) | leakage, nW | internal [mW] |
|---|---|---|---|
| sequential | 0.0673 | 1.44 | 0.478 |
| clock | 0.135 | 0.302 | 0.178 |
| combinational | 0.829 | 4.51 | 0.539 |
| total | 1.03 | 6.25 | 1.19 |
-- how the worst max path moves through the flow --
stage,cells after the start,end,from
CTS,8,regRd[9],pc[4]
global route,8,regRd[31],pc[4]
finish,8,regRd[9],pc[4]
-- per-stage QoR --
step | setup WS (ns) | utilization [%] | std cells | area (sq um) | hold WS (ns)
floorplan | 14.35 | - | 1683 | 14500 | 0.525
global placement | 14.99 | 33.2 | 2292 | 15900 | 0.590
detailed placement | 14.84 | 33.2 | 2292 | 15900 | 0.598
CTS | 14.35 | 34.5 | 2323 | 16500 | 0.616
global route | 14.14 | 34.5 | 2323 | 16500 | 0.647
finish | 14.37 | 34.5 | 2323 | 16500 | 0.614
-- critical path, cell delays in order (launching register included) --
cell	delay [ns]
dfxtp_2	0.62
buf_4	0.53
inv_1	0.14
nor2_2	0.70
buf_4	0.42
nand2_1	0.09
a21oi_1	0.13
a221o_1	0.13
clkdlybuf4s50_1	0.47
-- registers in the layout, indices dropped and copies added, names as in the netlist --
| signal | cells |
|---|---|
| pc | 30 |
| regfile | 128 |
-- layer usage --
layer  part of all wire, %  vias up  GRT usage [%]
met3                    10       32           7.67
li1                      -     6215              -
met4                  0.98        2           1.90
met2                    42      564           29.9
met1                    47     6232           31.0
met5                  0.11        -          0.880
-- area by class of cell --
type / instances / area (sq um) / share of cell area [%]
clock buffer: 17 / 425 / 2.58
inverter: 81 / 304 / 1.85
multi-input combinational: 1319 / 9200 / 55.8
clock inverter: 14 / 198 / 1.20
tap: 615 / 769 / 4.67
sequential: 158 / 4450 / 27.0
timing repair buffer: 119 / 1130 / 6.87
Power figures rest on the tool's default switching activity, not on a simulated workload.
