**design/flow/design.v**
```verilog
module BarCell(bn, am, si, ci, co, so);
    input bn, am, si, ci;
    output co, so;
    wire t;
    nand (t, am, bn);
    FACell fa(.bn(t), .am(si), .ci(ci), .co(co), .so(so));
endmodule
module Cell(bn, am, si, ci, co, so);
    input bn, am, si, ci;
    output co, so;
    wire t;
    and (t, bn, am);
    FACell fa(.bn(t), .am(si), .ci(ci), .co(co), .so(so));
endmodule
module FACell(bn, am, ci, co, so);
    input bn, am, ci;
    output co, so;
    wire t1, t2, t3;
    xor (t1, am, bn);
    and (t2, am, bn);
    xor (so, t1, ci);
    and (t3, t1, ci);
    or (co, t2, t3);
endmodule
module baughWooleyArrayMultiplier(product, a, b);
    parameter M = 32;
    parameter N = 32;
    output [M+N-1:0] product;
    input [M-1:0] a;
    input [N-1:0] b;
    wire [M-1:0] c_partial[N-1:0] ;
    wire [M-1:0] s_partial[N-1:0] ;
    genvar i, j;
    generate
        for(i=0; i<N; i=i+1)begin
            for(j=0; j<M; j=j+1)begin
                if(i == 0) begin
                    if(j<M-1)
                        Cell cell_first(.bn(b[i]), .am(a[j]), .si(1'b0), .ci(1'b0),
                                        .co(c_partial[i][j]), .so(s_partial[i][j]));
                    else
                        BarCell bcell_first(.bn(b[i]), .am(a[j]), .si(1'b0), .ci(1'b0),
                                            .co(c_partial[i][j]), .so(s_partial[i][j]));
                end
                else if(i<N-1) begin
                    if(j<M-1)
                        Cell cell_middle(b[i], a[j], s_partial[i-1][j+1], c_partial[i-1][j],
                                         c_partial[i][j], s_partial[i][j]);
                    else
                        BarCell bcell_middle(.bn(b[i]), .am(a[j]), .si(1'b0), .ci(c_partial[i-1][j]),
                                             .co(c_partial[i][j]), .so(s_partial[i][j]));
                end
                else begin
                    if(j<M-1)
                        BarCell bcell_last(.bn(b[i]), .am(a[j]), .si(s_partial[i-1][j+1]), .ci(c_partial[i-1][j]),
                                           .co(c_partial[i][j]), .so(s_partial[i][j]));
                    else
                        Cell cell_last(.bn(b[i]), .am(a[j]), .si(1'b0), .ci(c_partial[i-1][j]),
                                       .co(c_partial[i][j]), .so(s_partial[i][j]));
                end
            end
        end
    endgenerate
    wire [M:0] c_last;
    assign c_last[0] = 1'b1;
    generate
        for(i=0; i<N; i=i+1)begin
            assign product[i] = s_partial[i][0];
        end
    endgenerate
    generate
        for(j=0; j<M; j=j+1)begin
            if(j<M-1)
                FACell fa(s_partial[N-1][j+1], c_partial[N-1][j], c_last[j],
                          c_last[j+1], product[N+j]);
            else
                FACell fa(1'b1, c_partial[N-1][j], c_last[j],
                          c_last[j+1], product[N+j]);
        end
    endgenerate
endmodule
```
**design/flow/run.sh**
```bash
#!/bin/bash
# OpenROAD 26Q1-2900-gdf79404cd8, Yosys 0.63+post, stock flow scripts
make -C /OpenROAD-flow-scripts/flow DESIGN_CONFIG=/design/flow/config.mk WORK_HOME=/design/flow/orfs finish
```
**design/flow/config.mk**
```make
export PLATFORM = sky130hd
export DESIGN_NAME = baughWooleyArrayMultiplier
export DESIGN_NICKNAME = baughWooleyArrayMultiplier
export VERILOG_FILES = /design/flow/design.v
export SDC_FILE = /design/flow/constraint.sdc
export NUM_CORES = 4
export LEC_CHECK = 1
export CORE_UTILIZATION = 50
```
**design/flow/constraint.sdc**
```tcl
current_design baughWooleyArrayMultiplier

set clk_period 42.6
set clk_io_pct 0.2

create_clock -name clk0 -period $clk_period

set non_clock_inputs [all_inputs -no_clocks]
set_input_delay [expr $clk_period * $clk_io_pct] -clock clk0 $non_clock_inputs
set_output_delay [expr $clk_period * $clk_io_pct] -clock clk0 [all_outputs]
```
==> CHANGELOG.md <==
### Changed

* Hold path startpoint: a[31]
* Final max-slew violation count at 0
* Worst min-delay path class: in -> out
* Final critical-path required period at between 40000 and 50000 ps
* Total cell area reported by yosys after synthesis at between 20000 and 30000 um2
* Result of the run: finished with violations
* Critical-path cell with the highest stage delay: sky130_fd_sc_hd__fa_2
* Residual DRC at 0
* Share of Yosys cell area claimed by the top area cell type at 0.675
* Chip Width at approximately 240 um
* Yosys stat cell total at about 2600
* Cell taking the most area after synthesis: sky130_fd_sc_hd__fa_1
* Overall chip area at just under 60000 um2
* Aggregate global-route resource usage at 0.218
* Final worst-path cycle share at 1.02
* Initial antenna violation count at 0
* Largest net degree at the start of global routing at 33
* Critical path class: in -> out
* FF+latch count at 0
* Remaining antenna violation count at 0
* Worst max-slew margin expressed relative to the limit at 0.705
* Cell area after technology mapping at ~28000 um2
* Stage-log warning count at 35
* Failing checks: setup timing
* Crit path launch type: input port
* Worst Path Max Fanout at 3
* Pre-placement core utilization at 0.505
* Startpoint of the worst setup timing path: a[28]
* Least setup slack across all paths after layout at -732 ps
* Wire length per cell after detailed routing at about 15 um
* Buffers on Ports at around 130
* Number of placement rows at a little under 90
* Ratio of cells with drive above 1 in the final layout at 0.191
* # IOs at roughly 130
* RSZ-0062 raised after global routing: true
* Worst stage delay on the critical path at approximately 580 ps
* Data required time of the critical path at roughly 34000 ps
* Hold Fails Final Rpt at 0
* TNS Setup at -1650 ps
* Core area at 56400 um2
* Count leader, synth: sky130_fd_sc_hd__fa_1
* Vias in the first global route at 20100
* N_diodes at 0
* Placed insts at 3276
* Total wire length after detailed routing at 50100 um
* Top cells by area: sky130_fd_sc_hd__fa_1 (67%), sky130_fd_sc_hd__and2_1 (18%), sky130_fd_sc_hd__inv_1 (3.8%)
* Area growth from synthesis to layout at 9.57%
* Synthesized area per cell at ~11 um2
* Cell count after synthesis at between 2000 and 3000
* Via/cell ratio at about 5.0
* DR pass1 iterations at 4
* Die outline height at 241 um
* Worst path arrival time at around 35000 ps
* Finish-stage setup viols at 4
* Synth cell types at 9
* GRT overflow at 0
* Most used cell along the critical path: sky130_fd_sc_hd__fa_2
* # clk buffers at 0
* Routability-driven placement congestion ratio at ~0.84
* Routed via count at 16600
* Worst-margin pin slew at between 400 and 500 ps
* Fin cells at roughly 3300
* Hold-critical path depth at 6
* Crit path capture type: primary output
* Violation tally from detailed-route iteration zero at between 300 and 400
* Tally of yosys warning messages at 1
* Top cell types by occurrence after synthesis: sky130_fd_sc_hd__fa_1 (960), sky130_fd_sc_hd__and2_1 (810), sky130_fd_sc_hd__inv_1 (290)
* Flop area at 0 um2
* First-pass GRT wire length at roughly 93000 um
* Maximum clock frequency at about 23 MHz
* Max-capacitance violation count at 0
* Sequential element share of the synthesized area at 0
* DP HPWL at about 42000 um
[cell type report]
cell class                      instances  area [um2]
Timing Repair Buffer                  234        2600
Multi-Input combinational cell       2016       26600
Inverter                              290        1090
Fill cell                            4871       25200
Tap cell                              756         946
[stage by stage]
stage                     instance area [um2]  setup slack [ps]  hold WS, ps   util
after floorplan                         28800              -195        17370      -
after global placement                  30500             -1830        18220  0.541
after detailed placement                30500             -1900        18230  0.541
after CTS                               31200             -1240        18230  0.553
after global routing                    31200             -1340        18050  0.554
final                                   31200              -732        17980  0.554
[timing repair]
action,in CTS,in global routing
buffers inserted,10,0
pin swaps,138,31
cloned,12,0
gates resized,175,19
hold buffers,0,0
setup endpoints to repair,7,6
[worst max-delay path: cells and delay by family]
family / cells / cell delay (ps)
and+or+nand+nor: 1 / 140
buffers and inverters: 9 / 680
adders and majority gates: 62 / 25440
[metal layers]
metal / routed length (um) / part of all wire / GRT usage / vias up
met5: 0 / 0 / 0 / -
met4: 141 / 0.0028 / 0.00656 / 0
met3: 3260 / 0.065 / 0.0596 / 9
met2: 27200 / 0.54 / 0.379 / 265
met1: 19500 / 0.39 / 0.311 / 9133
li1: - / - / - / 7148
[path summary, 6_finish.rpt]
kind	endpoint	slack, ps
max	product[62]	-730
min	product[63]	17980
[logic make-up (layout without fill, tap and decap cells)]
family	count (synthesis)	count (layout)	share of synthesized area
fa+ha+maj	992	992	0.689
buf+inv	546	524	0.0889
simple gates	1024	1024	0.222
[placed cells by master, fill, tap and decap left out]
master / synthesis / layout
sky130_fd_sc_hd__and2_1: 810 / 804
sky130_fd_sc_hd__fa_1: 960 / 738
sky130_fd_sc_hd__inv_1: 290 / 280
sky130_fd_sc_hd__fa_2: 0 / 222
sky130_fd_sc_hd__and2_2: 124 / 124
sky130_fd_sc_hd__clkdlybuf4s50_1: 0 / 109
sky130_fd_sc_hd__nand2_1: 90 / 89
sky130_fd_sc_hd__buf_4: 65 / 72
sky130_fd_sc_hd__ha_1: 32 / 28
sky130_fd_sc_hd__buf_12: 0 / 21
sky130_fd_sc_hd__bufbuf_16: 0 / 11
sky130_fd_sc_hd__inv_2: 0 / 10
sky130_fd_sc_hd__buf_6: 0 / 7
sky130_fd_sc_hd__and2_4: 0 / 6
sky130_fd_sc_hd__buf_2: 79 / 6
sky130_fd_sc_hd__ha_4: 0 / 4
sky130_fd_sc_hd__dlygate4sd2_1: 0 / 3
sky130_fd_sc_hd__dlymetal6s2s_1: 0 / 3
sky130_fd_sc_hd__nand2_2: 0 / 1
sky130_fd_sc_hd__clkdlybuf4s15_2: 0 / 1
sky130_fd_sc_hd__clkbuf_4: 0 / 1
