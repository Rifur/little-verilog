[design/flow/run.sh]
#!/bin/bash
# OpenROAD 26Q1-2900-gdf79404cd8, Yosys 0.63+post, stock flow scripts
make -C /OpenROAD-flow-scripts/flow DESIGN_CONFIG=/design/flow/config.mk WORK_HOME=/design/flow/orfs finish
[design/flow/config.mk]
export PLATFORM = sky130hd
export DESIGN_NAME = top_module
export DESIGN_NICKNAME = top_module
export VERILOG_FILES = /design/flow/design.v
export SDC_FILE = /design/flow/constraint.sdc
export NUM_CORES = 4
export LEC_CHECK = 1
export CORE_UTILIZATION = 30
[design/flow/constraint.sdc]
current_design top_module

set clk_period 5.8
set clk_io_pct 0.2

create_clock -name clk0 -period $clk_period [get_ports {clk}]

set non_clock_inputs [all_inputs -no_clocks]
set_input_delay [expr $clk_period * $clk_io_pct] -clock clk0 $non_clock_inputs
set_output_delay [expr $clk_period * $clk_io_pct] -clock clk0 [all_outputs]
[design/flow/design.v]
module top_module(
    input clk,
    input load,
    input [255:0] data,
    output reg [255:0] q ); 
    integer i, j, x, y, w, h;
    reg [15:0] next_q [15:0];
    reg [3:0] counter [0:15][0:15];
    always@(*) begin
        for(i=0; i<16; i=i+1) begin
            next_q[i] = q[i*16 +: 16];
            for(j=0; j<16; j=j+1) begin
                counter[i][j] = 0;
            end
        end
        for(i=0; i<16; i=i+1) begin
            for(j=0; j<16; j=j+1) begin
                x = (16+(i-1))%16;
                y = (16+(j-1))%16;
                w = (16+(i+1))%16;
                h = (16+(j+1))%16;
                counter[i][j] = 
                	next_q[x][y] + next_q[x][j] + next_q[x][h] + 
                    next_q[i][y] +                next_q[i][h] + 
                    next_q[w][y] + next_q[w][j] + next_q[w][h];
            end
        end
        for(i=0; i<16; i=i+1) begin
            for(j=0; j<16; j=j+1) begin
                if(counter[i][j] <= 4'd1)
                    next_q[i][j] = 0;
                else if(counter[i][j] == 4'd3)
                    next_q[i][j] = 1;
                else if(counter[i][j] >= 4'd4)
                    next_q[i][j] = 0;
            end
        end
    end
    always@(posedge clk) begin
        if(load)
            q <= data;
        else begin
            for(i=0; i<16; i=i+1) begin
                for(j=0; j<16; j=j+1) begin
                    q[i*16 + j] <= next_q[i][j]; 
                end
            end
        end
    end
endmodule
==> flow_metrics.env <==
# implementation run metrics
export IMPL_syn2layout_area_growth_pct=16.42
export IMPL_die_y_um=430.1
export IMPL_hold_ws_ns=0.8299
export IMPL_top_register="q"
export IMPL_ys_top_cells_by_area="fa_1 (37%), ha_1 (17%), edfxtp_1 (14%)"
export IMPL_synth_area_um2=54980
export IMPL_core_area_um2=181300
export IMPL_skew_ns=0.02844
export IMPL_ant_nets=0
export IMPL_synth_area_leader_cell="fa_1"
export IMPL_vias_per_cell=4.620
export IMPL_comb_area_um2=41640
export IMPL_overflow=0
export IMPL_crit_top_cell="fa_1"
export IMPL_layout_top_cell="inv_1"
export IMPL_vias=38760
export IMPL_utilization_pct=35.30
export IMPL_ys_async_sr_fraction_pct=0
export IMPL_critPathMaxStageDelay_ns=0.69
export IMPL_tool_warnings=29
export IMPL_synth_distinct_cells=22
export IMPL_cap_viol_max_count=0
export IMPL_cts_buffers=47
export IMPL_wirelength_um=155100
export IMPL_largest_register_ffs=256
export IMPL_grt_pass1_vias=40680
export IMPL_reg_top3="q (256)"
export IMPL_cts_tree="yes"
export IMPL_crit_path_max_fanout=6
export IMPL_finalSetupViolCount=0
export IMPL_slew_headroom_pct=44.20
export IMPL_core_rowCount=156
export IMPL_io_buffers=513
export IMPL_arrival_ns=4.40
export IMPL_track_usage_pct=18.18
export IMPL_fmax_mhz=248.9
export IMPL_path_class="reg -> reg"
export IMPL_ys_warnings_count=3
export IMPL_required_ns=6.18
export IMPL_grt_pass1_wl_um=239400
export IMPL_place_ws_ns=1.769
export IMPL_final_setup_worst_slack_ns=1.783
export IMPL_edf_count=256
export IMPL_postSynthSeqShare_pct=13.98
export IMPL_ctsResizeCount=0
export IMPL_die_w_um=430.1
export IMPL_io_pins=514
export IMPL_clock_latency_late_pin_ns=0.64
export IMPL_dp_hpwl_um=134100
export IMPL_stdcell_area_um2=64020
export IMPL_final_cell_mix="inv_1 (1335), fa_1 (1023), ha_1 (768)"
export IMPL_layout_drive_gt1_share_pct=1.446
export IMPL_min_period_over_period_pct=69.27
export IMPL_ctsHtreeMaxLevel=2
export IMPL_endpoint_kind="flip-flop"
export IMPL_ys_area_um2=54980
export IMPL_cts_setup_buffers=0
export IMPL_fin_crit_ns=4.017
export IMPL_worst_pin_slew_ns=0.8360
export IMPL_yosys_cells=5497
export IMPL_tns_ns=0
export IMPL_crit_path_start_kind="flip-flop"
export IMPL_hold_viol_final=0
export IMPL_seq_area_um2=7687
export IMPL_cts_root_buffer="clkbuf_16"
export IMPL_dr_pass1_iters=5
export IMPL_postCtsHoldBufs=0
export IMPL_clk_path_buf_depth=3
export IMPL_die_area_um2=185000
export IMPL_ys_ff=256
export IMPL_rsz0062_at_grt="no"
export IMPL_status="finished, final reports clean"
export IMPL_dp_cells=8310
export IMPL_n_fill_cell=17570
export IMPL_antenna_found_initial=12
export IMPL_critical_path_cell_chain="inv_1 > fa_1 > fa_1 > fa_1 > inv_1 > ha_1 > fa_1 > nor2_1 > a21oi_1 > or4b_1"
export IMPL_top_cell_area_share_pct=37.25
export IMPL_min_path_type="reg -> reg"
export IMPL_cts_sinks=256
export IMPL_syn_inst=5497
export IMPL_drc_errors=0
export IMPL_path_clk_slew_ns=0.06
export IMPL_syn_avg_cell_area_um2=10.00
export IMPL_dpl_instance_area_um2=62600
export IMPL_grt_max_degree=147
export IMPL_slowest_stage="edfxtp_1"
export IMPL_fp_utilization_pct=30.32
export IMPL_stdcell_count=8389
export IMPL_drt_iter0_drc=1344
export IMPL_routedWlPerCell_um=18.49
export IMPL_gp_congestion=0.9123
export IMPL_ff_type="edfxtp_1"
export IMPL_maxSlewViolCount=0
-- Yosys cell counts, types with 23 or more instances --
library cell and count:
ha_1 768, nor2b_1 23, a21oi_1 457, nor2_1 260, o31ai_1 227, or4b_1 228, buf_6 31, or4_1 28
and2_1 228, buf_2 45, fa_1 1023, inv_1 1335, edfxtp_1 256, nand2_1 516
-- routing by layer --
layer | track usage [%] | wire, um | vias to the layer above | part of all wire [%]
li1 | - | - | 18800 | -
met1 | 22.33 | 59050 | 18660 | 38
met2 | 28.36 | 72200 | 1066 | 47
met3 | 8.085 | 15580 | 227 | 10
met4 | 7.383 | 8203 | 8 | 5.3
met5 | 0 | 49 | - | 0.032
-- cell type report --
| cell class | instances | share of cell area, % |
|---|---|---|
| clock inverters | 13 | 0.2052 |
| inverters | 1335 | 7.828 |
| clock buffers | 63 | 1.998 |
| multi-input cells | 3821 | 65.05 |
| diodes | 3 | 0.01173 |
| repair buffers | 528 | 8.264 |
| flip-flops and latches | 256 | 12.01 |
| well taps | 2370 | 4.632 |
-- worst paths after layout --
check / startpoint / slack, ns / depth (start not counted) / end
setup / recovery: q[161] / 1.78 / 10 / q[162]
setup reg to reg: q[161] / 1.78 / 10 / q[162]
hold / removal: q[148] / 0.83 / 2 / q[163]
hold reg to reg: q[148] / 0.83 / 2 / q[163]
-- critical path: cells and delay by family (launching register included) --
kind | cells | cell delay, ns
fa+ha+maj | 5 | 2.07
flops | 1 | 0.69
simple gates | 2 | 0.60
buf+inv | 2 | 0.34
compound gates | 1 | 0.06
-- kinds of logic after synthesis --
| logic type | after synthesis | synth area share [%] |
|---|---|---|
| compound gates | 740 | 8.210 |
| fa+ha+maj | 1791 | 54.72 |
| buf+inv | 1420 | 10.28 |
| flops | 256 | 13.98 |
| mux | 5 | 0.09103 |
| simple gates | 1285 | 12.71 |
